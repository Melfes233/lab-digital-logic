$ cat flow/constraint.sdc
current_design reg8file

set clk_period 2.8
set clk_io_pct 0.2

create_clock -name clk0 -period $clk_period [get_ports {clk}]

set non_clock_inputs [all_inputs -no_clocks]
set_input_delay [expr $clk_period * $clk_io_pct] -clock clk0 $non_clock_inputs
set_output_delay [expr $clk_period * $clk_io_pct] -clock clk0 [all_outputs]
$ cat flow/config.mk
export PLATFORM = sky130hd
export DESIGN_NAME = reg8file
export DESIGN_NICKNAME = reg8file
export VERILOG_FILES = /design/flow/design.v
export SDC_FILE = /design/flow/constraint.sdc
export NUM_CORES = 4
export LEC_CHECK = 1
export CORE_UTILIZATION = 50
$ cat flow/run.sh
#!/bin/bash
# OpenROAD 26Q1-2900-gdf79404cd8, Yosys 0.63+post, stock flow scripts
make -C /OpenROAD-flow-scripts/flow DESIGN_CONFIG=/design/flow/config.mk WORK_HOME=/design/flow/orfs finish
$ cat flow/design.v
module decoder_38 (
	input  wire en,
	input  wire [2:0] wsel,
	output reg  [7:0] en_r
);
always @ (*) begin
	if (en == 1'b1) begin
	    case (wsel)
		    3'h0 : en_r = 8'b00000001;
			3'h1 : en_r = 8'b00000010;
			3'h2 : en_r = 8'b00000100;
			3'h3 : en_r = 8'b00001000;
			3'h4 : en_r = 8'b00010000;
			3'h5 : en_r = 8'b00100000;
			3'h6 : en_r = 8'b01000000;
			3'h7 : en_r = 8'b10000000;
			default : en_r = 8'h0;
		endcase
	end
	else en_r = 8'h0;
end
endmodule
module dff(
	input wire clk,
	input wire clr,
	input wire en,
	input wire [7:0]d,
	output reg [7:0]r
);
	always@(posedge clk or posedge clr)begin
		if (clr)
			r <= 8'b0;
		else if (en)
			r <= d;
		else
			r <= r;
	end
endmodule
module multiplexer (
	input  wire [2:0] rsel,
	input  wire [7:0] r0,r1,r2,r3,r4,r5,r6,r7,
	output reg  [7:0] q
);
    always @(*)begin
        case (rsel)
			3'd0: q=r0;
			3'd1: q=r1;
			3'd2: q=r2;
			3'd3: q=r3;
			3'd4: q=r4;
			3'd5: q=r5;
			3'd6: q=r6;
			3'd7: q=r7;
			default: q=8'b0;
		endcase
    end
endmodule
module reg8file(
	input wire clk,
	input wire clr,
	input wire en,
	input wire [7:0] d,
	input wire [2:0] wsel,
	input wire [2:0] rsel,
	output wire [7:0] q
);
	wire [7:0] r0,r1,r2,r3,r4,r5,r6,r7;
	wire [7:0] en_r;
	decoder_38 u_decoder38(en,wsel,en_r);
	dff u_dff_0(clk,clr,en_r[0],d,r0);
	dff u_dff_1(clk,clr,en_r[1],d,r1);
	dff u_dff_2(clk,clr,en_r[2],d,r2);
	dff u_dff_3(clk,clr,en_r[3],d,r3);
	dff u_dff_4(clk,clr,en_r[4],d,r4);
	dff u_dff_5(clk,clr,en_r[5],d,r5);
	dff u_dff_6(clk,clr,en_r[6],d,r6);
	dff u_dff_7(clk,clr,en_r[7],d,r7);
	multiplexer u_multiplexer(rsel,r0,r1,r2,r3,r4,r5,r6,r7,q);
endmodule
==> out/qor.yml <==
status: "completed"
globalRouteOverflowTotal: 0
final_std_cells_w_o_fill: 352
final-setup-viol-count: 0
worstSetupEndpointType: "output port"
clk-insertion-delay-late_ns: 0.33
synthesis.yosys.warnings: 3
count_of_inserted_antenna_diode_cells: 0
rsz_0062_raised_after_global_routing: "false"
timing.slew.headroom_pct: 57.9
synth.distinct_cells: 28
worstReg2RegEnd: "u_dff_6.r[4]"
cts_tree: "built"
cap_violations: 0
min_period_ns: 2.72
hold_viol_final: 0
max_slew.worst_pin.slew_ns: 0.631
design.portCount: 25
yosys_most_used_dff: "sky130_fd_sc_hd__dfrtp_1"
row_count: 27
power.ir.vdd_worst_mv: 0.463
preCtsSetupSlack_ns: -0.253
totalWireLength_um: 6800
area.growth.synth_to_final_pct: 22.5
cts_inserted_buffers: 9
clock_tree.root_cell: "sky130_fd_sc_hd__clkbuf_8"
detail_route.vias_per_cell: 5.70
regToRegStartpoint: "u_dff_6.r[4]"
ctsHtreeMaxLevel: 3
r2r_slack_ns: 2.03
worst-path-max-fanout: 6
worst_clock_skew_on_the_final_layout_ns: 0
yosys_area_um2: 3010
stage_log_warnings: 26
place_inst: 335
hp-start: "u_dff_5.r[0]"
static-leakage-power_nw: 1.61
detailed_place_hpwl_um: 4230
grt_pass1_vias: 2151
fmaxAchievable_ghz: 0.367
netlist_area_um2: 3010
cts-root-to-sink-buffers: 2
yosys.stat.seqShare_pct: 53.2
worst_ep_required_time_ns: 2.24
die_w_um: 79.6
summed_negative_setup_slack_over_all_endpoints_ns: 0
cts_sinks: 64
layout_top_cells_excl_fill_tap: "sky130_fd_sc_hd__mux2_2, sky130_fd_sc_hd__dfrtp_1, sky130_fd_sc_hd__clkdlybuf4s50_1"
critical_path.cell_chain: "buf_2 > bufbuf_16 > mux2_2 > a22o_1 > a221oi_2 > nor2_1 > clkdlybuf4s50_1"
die_h_um: 79.6
setup_slack_ns: 0.0774
detail-route-antenna-nets: 0
critical-path-slowest-cell: "sky130_fd_sc_hd__clkdlybuf4s50_1"
holdBufCountCts: 0
crit_path_start_kind: "primary input"
min_delay_worst_endpoint: "u_dff_5.r[0]"
first_pass_iters: 5
post_route_drc: 0
edf_count: 0
grt_start_max_net_pins: 65
io_buffer_count: 24
groute.usage.overall_pct: 25.1
layout_worst_path_cycle_share_pct: 97.2
chip_area_um2: 6340
dr_total_vias: 2006
synthesized_area_divided_by_synthesized_cell_count_um2: 13.0
final_util_pct: 65.4
initialDrtViolationCount: 100
core-area_um2: 5640
critical_path_arrival_ns: 2.16
report.final.slew_viol_count: 0
yosys_register_bits: 64
crit_type: "in -> out"
drive_gt1_share_pct: 41.4
p_per_cell_area_nw_per_um2: 661
synth_cells: 231
hold-path-cell-count: 1
final.hold.worst_slack_ns: 0.507
globalplace.congestion: 0.846
synth_async_sr_flop_share_pct: 100
min-delay-path-class: "reg -> reg"
fill_cells: 431
post_drt_wl_per_cell_um: 19.3
fp-utilization_pct: 53.4
cts.clk_slew.worst_paths_ns: 0.07
worst_path_largest_cell_delay_ns: 0.40
number_of_antenna_violations_at_the_first_check_in_global_routing: 0
rr_worst_depth: 1
grt_first_pass_wirelength_um: 11200
synth-cells-yosys: 231
[critical path, delay by kind of cell]
family,cells,cell delay (ns)
AND/OR/NAND/NOR,1,0.07
AND-OR/OR-AND,2,0.42
multiplexers,1,0.33
buffers and inverters,3,0.79
[cell type report]
class | instances | area (µm²) | share of cell area (%)
Sequential cell | 64 | 1600 | 43.4
Clock inverter | 5 | 31.3 | 0.848
Timing Repair Buffer | 46 | 448 | 12.1
Clock buffer | 11 | 151 | 4.10
Multi-Input combinational cell | 145 | 1330 | 36.1
Tap cell | 72 | 90.1 | 2.44
Inverter | 9 | 33.8 | 0.916
[report_power, final]
group | total (W) | internal (W) | switching [W]
clock network | 0.000716 | 0.000366 | 0.000350
registers | 0.00122 | 0.00113 | 0.0000946
logic | 0.000503 | 0.000306 | 0.000196
total | 0.00244 | 0.00180 | 0.000641
[worst max path at each step]
stage,startpoint,endpoint,slack (ns)
4_1_cts,rsel[1],q[0],0.05
5_1_grt,rsel[1],q[4],0.003
6_report,rsel[1],q[0],0.08
[kinds of logic after synthesis]
| group | Yosys count | share of synthesized area, % |
|---|---|---|
| flip-flops | 64 | 53.2 |
| buffers and inverters | 22 | 4.03 |
| AND/OR/NAND/NOR | 40 | 7.89 |
| AND-OR/OR-AND | 34 | 8.64 |
| multiplexers | 71 | 26.3 |
[state kept, by name (all words and copies together), names as in the netlist]
signal,cells
u_dff_7.r,8
u_dff_5.r,8
u_dff_3.r,8
u_dff_2.r,8
u_dff_1.r,8
u_dff_0.r,8
u_dff_4.r,8
u_dff_6.r,8
[cells in the mapped netlist (all sizes together), types with 3 or more instances]
cell,instances,area share [%]
dfrtp,64,53
mux2,64,24
nor2,16,2.0
a221oi,14,4.1
nand2,11,1.4
buf,10,2.5
inv,9,1.1
o21ai,8,1.3
a22o,7,2.0
mux2i,7,2.3
clkbuf,3,0.37
nand4b,3,0.87
nor3b,3,1.5
[layer usage]
metal | GRT usage (%) | vias to the layer above | share of wire, %
met3 | 6.61 | 13 | 7.0
met4 | 5.09 | 0 | 1.7
li1 | - | 948 | -
met5 | 0 | - | 0
met2 | 38.4 | 63 | 47
met1 | 37.9 | 982 | 44
[what timing repair did]
item                       CTS  global route
gates resized               10             3
buffers inserted             0             0
setup endpoints to repair    8             4
pin swaps                    1             1
cloned                       1             0
[metrics by stage]
stage          instance area, µm²  total power (W)
2_1_floorplan                3010          0.00154
3_3_place_gp                 3440          0.00170
3_5_place_dp                 3440          0.00172
4_1_cts                      3670          0.00244
5_1_grt                      3690          0.00257
6_report                     3690          0.00244
Power figures rest on the tool's default switching activity, not on a simulated workload.
