--- /design/flow/config.mk ---
export PLATFORM = sky130hd
export DESIGN_NAME = led_display_ctrl
export DESIGN_NICKNAME = led_display_ctrl
export VERILOG_FILES = /design/flow/design.v
export SDC_FILE = /design/flow/constraint.sdc
export NUM_CORES = 4
export LEC_CHECK = 1
export CORE_UTILIZATION = 40
--- /design/flow/constraint.sdc ---
current_design led_display_ctrl

set clk_period 3.6
set clk_io_pct 0.2

create_clock -name clk0 -period $clk_period [get_ports {clk}]

set non_clock_inputs [all_inputs -no_clocks]
set_input_delay [expr $clk_period * $clk_io_pct] -clock clk0 $non_clock_inputs
set_output_delay [expr $clk_period * $clk_io_pct] -clock clk0 [all_outputs]
--- /design/flow/design.v ---
module led(
	input wire [3:0]number,
	output reg [7:0]seg_code
);
	always @(*)begin
		case(number)
			4'd0:seg_code=8'b00000011;
			4'd1:seg_code=8'b10011111;
			4'd2:seg_code=8'b00100101;
			4'd3:seg_code=8'b00001101;
			4'd4:seg_code=8'b10011001;
			4'd5:seg_code=8'b01001001;
			4'd6:seg_code=8'b01000001;
			4'd7:seg_code=8'b00011111;
			4'd8:seg_code=8'b00000001;
			4'd9:seg_code=8'b00001001;
			4'd10:seg_code=8'b11111111; 
			4'd15:seg_code=8'b01110001; 
			default:seg_code=8'b00000011;
		endcase
	end
endmodule
module led_display_ctrl(
	input wire clk,
	input wire rst,
	input wire [3:0]input_num_0,
	input wire [3:0]input_num_1,
	input wire [3:0]input_num_2,
	input wire [3:0]input_num_left,
	output reg  [7:0] led_en,
	output reg        led_ca,
	output reg        led_cb,
    output reg        led_cc,
	output reg        led_cd,
	output reg        led_ce,
	output reg        led_cf,
	output reg        led_cg,
	output reg        led_dp 
);
	wire [7:0]led_num_0;
	wire [7:0]led_num_1;
	wire [7:0]led_num_2;
	wire [7:0]led_num_left;
	led u_led_0(.number(input_num_0),.seg_code(led_num_0));
	led u_led_1(.number(input_num_1),.seg_code(led_num_1));
	led u_led_2(.number(input_num_2),.seg_code(led_num_2));
	led u_led_left(.number(input_num_left),.seg_code(led_num_left));
	reg cnt_refresh_inc = 1'b1;
	reg [17:0]cnt_refresh = 18'd0;
	assign cnt_refresh_end = cnt_refresh_inc & (cnt_refresh == 18'd1);
	always @(posedge clk or posedge rst)begin
		if(rst)
			cnt_refresh <= 18'd0;
		else if(cnt_refresh_end)
			cnt_refresh <= 18'd0;
		else if(cnt_refresh_inc)
			cnt_refresh <= cnt_refresh + 18'd1;
		else
			cnt_refresh <= cnt_refresh;
	end
	always @(posedge clk or posedge rst)begin
		if (rst)
			led_en <= ~8'd0;
		else if(cnt_refresh_end & led_en==~8'd0)
			led_en <= ~8'd1;
		else if(cnt_refresh_end)
			led_en <= {led_en[6:0],led_en[7]};
		else
			led_en <= led_en;
	end
	always @(posedge clk )begin
		case(~led_en)
			8'd1:{led_ca,led_cb,led_cc,led_cd,led_ce,led_cf,led_cg,led_dp} <= led_num_0;
			8'd2:{led_ca,led_cb,led_cc,led_cd,led_ce,led_cf,led_cg,led_dp} <= led_num_1;
			8'd4:{led_ca,led_cb,led_cc,led_cd,led_ce,led_cf,led_cg,led_dp} <= led_num_2;
			8'd8:{led_ca,led_cb,led_cc,led_cd,led_ce,led_cf,led_cg,led_dp} <= led_num_left;
			8'd16:{led_ca,led_cb,led_cc,led_cd,led_ce,led_cf,led_cg,led_dp} <= led_num_left;
			8'd32:{led_ca,led_cb,led_cc,led_cd,led_ce,led_cf,led_cg,led_dp} <= led_num_left;
			8'd64:{led_ca,led_cb,led_cc,led_cd,led_ce,led_cf,led_cg,led_dp} <= led_num_left;
			8'd128:{led_ca,led_cb,led_cc,led_cd,led_ce,led_cf,led_cg,led_dp} <= led_num_left;
			default:{led_ca,led_cb,led_cc,led_cd,led_ce,led_cf,led_cg,led_dp} <= 8'b00000011;
		endcase
	end
endmodule
--- /design/flow/run.sh ---
#!/bin/bash
# OpenROAD 26Q1-2900-gdf79404cd8, Yosys 0.63+post, stock flow scripts
make -C /OpenROAD-flow-scripts/flow DESIGN_CONFIG=/design/flow/config.mk WORK_HOME=/design/flow/orfs finish
==> metrics.cfg <==
[run_status]
status = complete, no violations

[placement]
port_buffers = 32
place_inst = 381
gp_congestion = 0.850
hpwl_um = 3740

[worst_setup_path]
cp_slowest_stage_delay_ns = 0.53
crit_top_cell = nor2b_1
cp_slowest_cell = clkdlybuf4s50_1
crit_arrival_ns = 2.36
path_cells = clkdlybuf4s50_1 > inv_1 > ha_1 > nor2b_1 > a31oi_1 > nor2b_1 > a221oi_1 > o21ai_0
cp-end-kind = register
crit_fanout = 4
critPathRequiredTime_ns = 3.75
critical_path_class = in2reg
cp-start-kind = primary input

[route]
vias_per_cell = 5.17
diodes = 0
routedWlPerCell_um = 12.4
num_vias = 2013
drt_iter0_drc = 66
drcViolationCount = 0
first_pass_iters = 4
ant_nets = 0
routed_wl_um = 4810

[pwr]
p_clk_share_pct = 35.4
intPower_mw = 0.552
combinationalPowerShare_pct = 14.8
p_leak_nw = 1.28
power.net_switching_mw = 0.191
p_seq_share_pct = 49.8
power_mw = 0.743
power_density_nw_per_um2 = 250
switching_share_pct = 25.7
ir_worst_vdd_uv = 194

[clock_network]
clkTransAtPathRegs_ns = 0.07
cts_buffers = 5
cts_root_buf = clkbuf_8
cts_resized = 0
cts_hold_buf = 0
cts_tree = done
clock.latency.late_pin_ns = 0.28
cts.sinks = 33
cts_buffer_depth = 2
htree_levels = 2
post_cts_buffers = 0

[die]
ios = 34
dieArea_um2 = 6660
coreArea_um2 = 6030
fp_util_pct = 42.0
die_w_um = 81.6
num_rows = 28
die_h_um = 81.6

[sta]
fin_setup_tns_ns = 0
finalClockSkew_ns = 0.00611
timing_hold_violations_final = 0
max_freq_ghz = 0.453
slew_headroom_pct = 44.2
holdWs_ns = 0.485
setup_viol = 0
period_used_pct = 61.4
period_minus_slack_ns = 2.21
tightest_slew_ns = 0.831
finalMaxSlewViolations = 0
rsz0062_at_grt = no

[global_routing]
grt_pass1_vias = 1746
antenna_found_initial = 0
grt_pass1_wl_um = 7970
grt_use_total_pct = 15.6
grt_overflow = 0
grt_max_degree = 27

[synthesis]
ys_cells = 287
ys_seq_share_pct = 31.6
synth.avg_cell_area_um2 = 8.83
synth.area.top_cells = dfrtp_1, ha_1, dfstp_2
numSynthFlops = 33
synth_cells = 287
flop_cell = dfrtp_1
yosysChipArea_um2 = 2530
synth-edff-count = 0
async_flop_share_pct = 78.8
yosysUniqueCellTypes = 45
netlist_area_um2 = 2530
synth_area_leader_cell = dfrtp_1
yosys_warnings = 3
top_area_share_pct = 17.8

[layout]
fin_util_pct = 49.3
final_common_cell = clkdlybuf4s50_1
area_growth_pct = 17.2
drive_above_1_share_pct = 9.24
stdcell_count = 389
lay_top_cells = clkdlybuf4s50_1, nand2_1, ha_1
n_fill_cell = 578

[flow_run]
drv_cap = 0
warning_count = 46

[hold_path]
hold_class = reg2reg

## kinds of logic after synthesis
group                      Yosys count  synth area share [%]
AOI/OAI and AO/OA                   62                  15.5
xor gates and xnor gates            22                  7.60
adders and majority gates           26                  12.8
buffers and inverters               30                  5.04
DFF                                 33                  31.6
muxes                               14                  6.37
other                                1                 0.148
and+or+nand+nor                     99                  20.9
## synthesized netlist by cell type, types with 2 or more instances
cell type and n:
and4_1 4, nand3_1 16, inv_1 16, nand2b_1 5
a21o_1 4, dfrtp_1 18, a22oi_1 3, dfxtp_1 7
mux2i_1 6, nand4_1 6, ha_1 26, o21ai_0 23
mux2_2 5, mux2_4 3, xnor2_1 12, a21oi_1 7
buf_2 3, nor2_1 16, o22ai_1 5, o221ai_1 2
xor2_1 10, o211ai_1 12, nor4_1 4, and3_1 2
dfstp_2 8, a31oi_1 2, nand2_1 29, nor2b_1 9
clkbuf_1 8
## stage by stage
step	worst slack [ns]	area, µm²
3_3_place_gp	1.10	2890
4_1_cts	1.39	2970
3_5_place_dp	1.09	2890
5_1_grt	1.25	2970
2_1_floorplan	1.80	2530
6_report	1.39	2970
## power by group through the flow
| stage | sequential [mW] | clock (mW) | combinational [mW] |
|---|---|---|---|
| finish | 0.370 | 0.263 | 0.110 |
| global route | 0.370 | 0.290 | 0.125 |
| CTS | 0.370 | 0.272 | 0.111 |
## layout make-up
cell class	count	area (µm²)	share of cell area (%)
Sequential cell	33	801	27.0
Timing Repair Buffer	33	328	11.0
Inverter	16	60.1	2.02
Clock inverter	2	10.0	0.337
Clock buffer	6	72.6	2.44
Tap cell	75	93.8	3.16
Multi-Input combinational cell	224	1610	54.0
## critical path, delay by kind of cell
kind            cells  cell delay [ns]
buf+inv             2             0.64
compound gates      3             0.55
fa+ha+maj           1             0.24
simple gates        2             0.21
## layer usage
metal	vias to the layer above	wire length [µm]	GRT usage (%)
li1	1062	-	-
met1	913	2390	23.4
met2	34	2230	25.1
met3	4	148	2.03
met4	0	45	1.75
met5	-	0	0
## flip-flops by register name, indices dropped and copies added, names as in the netlist
signal and count:
led_en 8, led_cd 1, led_ca 1, led_cc 1
led_cb 1, led_cf 1, led_cg 1, cnt_refresh 18
led_ce 1
## path summary, 6_finish.rpt
| kind | from | end | slack, ns | cells past startpoint |
|---|---|---|---|---|
| min reg2reg | cnt_refresh[17] | cnt_refresh[17] | 0.48 | 1 |
| min | cnt_refresh[17] | cnt_refresh[17] | 0.48 | 1 |
| min in group asynchronous | rst | cnt_refresh[2] | 0.79 | 3 |
| max | input_num_0[0] | led_cc | 1.39 | 8 |
| max in group asynchronous | rst | led_en[1] | 2.52 | 3 |
| max reg2reg | cnt_refresh[14] | led_en[3] | 1.44 | 3 |
Power is estimated from default activity; no workload was simulated.
